==> ./design.v <==
`timescale 1ns / 1ps
typedef enum logic [1:0] {
    SEND_DATA = 2'b00,
    SEND_OFFSET = 2'b01,
    IDLE = 2'b10,
    RESET = 2'b11
} transmission_state_t;
typedef enum logic {
    IDLE_MASTER = 1'b0,
    SEND_MASTER = 1'b1
} axis_master_fsm;
`timescale 1ns / 1ps
module in_phase_fsm #(
        parameter SAMPLES_PER_SYMBOL = 4,
        parameter C_S00_AXIS_TDATA_WIDTH = 16,
        parameter BURST_SIZE = 2
    )(
        input logic aclk, sresetn,    
        input logic start_fsms,
        input logic last_packet,
        output logic last_sample_of_packet_out,
        output logic [$clog2(C_S00_AXIS_TDATA_WIDTH / 2) - 1 : 0] inphase_data_counter_out,
        output transmission_state_t inphase_transmission_state_out,
        output logic end_of_transmission
    );
    always_comb begin
        inphase_data_counter_out = current_inphase_data_counter;
        inphase_transmission_state_out = current_inphase_transmission_state;
        last_sample_of_packet_out = last_sample && last_data_of_packet;
        end_of_transmission = last_data;
    end
    logic last_sample;
    logic last_data_of_packet;
    logic last_offset;
    logic last_data;
    logic last_sample_of_packet;
    always_comb begin
        last_sample = current_inphase_sample_counter == SAMPLES_PER_SYMBOL - 1;
        last_data_of_packet = current_inphase_data_counter == C_S00_AXIS_TDATA_WIDTH / 2 - 1;
        last_offset = current_inphase_offset_counter == SAMPLES_PER_SYMBOL / 2 - 1;
        last_data = last_data_of_packet && last_packet;
        last_sample_of_packet = last_sample && last_data_of_packet;
    end
    logic next_continue_offset, current_continue_offset;
    always_ff @(posedge aclk) begin
        if (!sresetn) begin
            current_continue_offset <= 0;
        end
        else begin
            current_continue_offset = start_fsms ? next_continue_offset : current_continue_offset;
        end
    end
    always_comb begin
        if (current_inphase_transmission_state == SEND_OFFSET) begin
            next_continue_offset = last_offset ? 0 : 1;
        end
        else if (current_inphase_transmission_state == SEND_DATA) begin
            next_continue_offset = 0;
        end 
        else if (current_inphase_transmission_state == RESET) begin
            next_continue_offset = 0;
        end
        else begin
            next_continue_offset = current_continue_offset;
        end
    end
    transmission_state_t next_inphase_transmission_state, current_inphase_transmission_state;
    always_comb begin
        if (current_inphase_transmission_state == RESET) begin
            next_inphase_transmission_state = SEND_OFFSET;
        end
        else if (current_inphase_transmission_state == IDLE) begin
            next_inphase_transmission_state = current_continue_offset ? SEND_OFFSET : SEND_DATA;
        end
        else if (current_inphase_transmission_state == SEND_OFFSET) begin
            next_inphase_transmission_state = last_offset ? SEND_DATA : SEND_OFFSET;
        end
        else if (current_inphase_transmission_state == SEND_DATA) begin
            next_inphase_transmission_state = last_sample_of_packet && last_packet ? RESET : SEND_DATA;
        end
        else begin
            next_inphase_transmission_state = IDLE;
        end 
    end
    always_ff @(posedge aclk) begin
        if (!sresetn) begin
            current_inphase_transmission_state <= RESET;
        end
        else begin
            if (current_inphase_transmission_state == RESET) begin
                current_inphase_transmission_state <= start_fsms ? next_inphase_transmission_state : RESET;
            end
            else begin
                current_inphase_transmission_state <= start_fsms ? next_inphase_transmission_state : IDLE;
            end
        end
    end
    logic [$clog2(SAMPLES_PER_SYMBOL / 2) - 1 : 0] current_inphase_offset_counter, next_inphase_offset_counter;
    always_ff @(posedge aclk) begin
        if (!sresetn) begin
            current_inphase_offset_counter <= 0;
        end
        else begin
            current_inphase_offset_counter <= start_fsms ? next_inphase_offset_counter : current_inphase_offset_counter;
        end
    end
    always_comb begin
        if (current_inphase_transmission_state == SEND_OFFSET) begin
            next_inphase_offset_counter = last_offset ? 0 : current_inphase_offset_counter + 1;
        end
        else if (current_inphase_transmission_state == IDLE) begin
            next_inphase_offset_counter = current_inphase_offset_counter;
        end
        else begin
            next_inphase_offset_counter = 0;
        end
    end
    logic [$clog2(SAMPLES_PER_SYMBOL) - 1: 0] next_inphase_sample_counter, current_inphase_sample_counter;
    always_ff @(posedge aclk) begin
        if (!sresetn) begin
            current_inphase_sample_counter <= 0;
        end
        else begin
            current_inphase_sample_counter <= start_fsms ? next_inphase_sample_counter : current_inphase_sample_counter;
        end
    end
    always_comb begin
        if (current_inphase_transmission_state == SEND_DATA) begin
            next_inphase_sample_counter = last_sample ? 0 : current_inphase_sample_counter + 1;
        end
        else if (current_inphase_transmission_state == IDLE) begin
            next_inphase_sample_counter = current_inphase_sample_counter;
        end
        else begin
            next_inphase_sample_counter = 0;
        end
    end
    logic [$clog2(C_S00_AXIS_TDATA_WIDTH / 2) - 1 : 0] next_inphase_data_counter, current_inphase_data_counter;
    always_ff @(posedge aclk) begin
        if (!sresetn) begin
            current_inphase_data_counter <= 0;
        end
        else begin
            current_inphase_data_counter <= start_fsms ? next_inphase_data_counter : current_inphase_data_counter;
        end
    end
    always_comb begin
        if (current_inphase_transmission_state == SEND_DATA) begin
            if (last_sample) begin
                next_inphase_data_counter = last_data_of_packet ? 0 : current_inphase_data_counter + 1;
            end
            else begin
                next_inphase_data_counter = current_inphase_data_counter;
            end
        end
        else if (current_inphase_transmission_state == IDLE) begin
            next_inphase_data_counter = current_inphase_data_counter;
        end
        else begin
            next_inphase_data_counter = 0;
        end
    end
endmodule
`timescale 1ns / 1ps
module quadrature_fsm #(
        parameter SAMPLES_PER_SYMBOL = 4,
        parameter C_S00_AXIS_TDATA_WIDTH = 16,
        parameter BURST_SIZE = 2
    )(
        input logic aclk, sresetn,    
        input logic start_fsms,
        input logic last_packet,
        output logic last_sample_of_packet_out,
        output logic [$clog2(C_S00_AXIS_TDATA_WIDTH / 2) - 1 : 0] quadrature_data_counter_out,
        output transmission_state_t quadrature_transmission_state_out,
        output logic end_of_transmission
    );
    logic last_sample;
    logic last_data_of_packet;
    logic last_offset;
    logic last_data;
    logic last_sample_of_packet;
    logic start_offset;
    always_comb begin
        last_sample = current_quadrature_sample_counter == SAMPLES_PER_SYMBOL - 1;
        last_data_of_packet = current_quadrature_data_counter == C_S00_AXIS_TDATA_WIDTH / 2 - 1;
        last_offset = current_quadrature_offset_counter == SAMPLES_PER_SYMBOL / 2 - 1;
        last_data = last_data_of_packet && last_packet;
        last_sample_of_packet = last_sample && last_data_of_packet;
        start_offset = last_sample_of_packet && last_packet;
    end
    always_comb begin
        last_sample_of_packet_out = last_sample && last_data_of_packet;
        end_of_transmission = start_fsms ? last_offset : 0;
        quadrature_data_counter_out = current_quadrature_data_counter;
        quadrature_transmission_state_out = current_quadrature_transmission_state;
    end
    logic current_continue_offset, next_continue_offset;
    always_ff @(posedge aclk) begin
        if (!sresetn) begin
            current_continue_offset <= 0;
        end
        else begin
            current_continue_offset = start_fsms ? next_continue_offset : current_continue_offset;
        end
    end
    always_comb begin
        if (current_quadrature_transmission_state == SEND_OFFSET) begin
            next_continue_offset = 1;
        end
        else if (current_quadrature_transmission_state == SEND_DATA) begin
            next_continue_offset = start_offset ? 1 : 0;
        end 
        else if (current_quadrature_transmission_state == RESET) begin
            next_continue_offset = 0;
        end
        else begin
            next_continue_offset = current_continue_offset;
        end
    end
    transmission_state_t next_quadrature_transmission_state, current_quadrature_transmission_state;
    always_comb begin
        if (current_quadrature_transmission_state == RESET) begin
            next_quadrature_transmission_state = SEND_DATA;
        end
        else if (current_quadrature_transmission_state == IDLE) begin
            next_quadrature_transmission_state = current_continue_offset ? SEND_OFFSET : SEND_DATA;
        end
        else if (current_quadrature_transmission_state == SEND_OFFSET) begin
            next_quadrature_transmission_state = last_offset ? RESET : SEND_OFFSET;
        end
        else if (current_quadrature_transmission_state == SEND_DATA) begin
            next_quadrature_transmission_state = start_offset ? SEND_OFFSET : SEND_DATA;
        end
        else begin
            next_quadrature_transmission_state = IDLE;
        end
    end
    always_ff @(posedge aclk) begin
        if (!sresetn) begin
            current_quadrature_transmission_state <= RESET;
        end
        else begin
            if (current_quadrature_transmission_state == RESET) begin
                current_quadrature_transmission_state <= start_fsms ? next_quadrature_transmission_state : RESET;
            end
            else begin
                current_quadrature_transmission_state <= start_fsms ? next_quadrature_transmission_state : IDLE;
            end
        end
    end
    logic [$clog2(SAMPLES_PER_SYMBOL / 2) - 1 : 0] next_quadrature_offset_counter, current_quadrature_offset_counter;
    always_ff @(posedge aclk) begin
        if (!sresetn) begin
            current_quadrature_offset_counter <= 0;
        end
        else begin
            current_quadrature_offset_counter <= start_fsms ? next_quadrature_offset_counter : current_quadrature_offset_counter;
        end    
    end
    always_comb begin
        if (current_quadrature_transmission_state == SEND_OFFSET) begin
            next_quadrature_offset_counter = last_offset ? 0 : current_quadrature_offset_counter + 1;
        end
        else if (current_quadrature_transmission_state == IDLE) begin
            next_quadrature_offset_counter = current_quadrature_offset_counter;
        end
        else begin
            next_quadrature_offset_counter = 0;
        end
    end
    logic [$clog2(SAMPLES_PER_SYMBOL) - 1: 0] next_quadrature_sample_counter, current_quadrature_sample_counter;    
    always_ff @(posedge aclk) begin
        if (!sresetn) begin
            current_quadrature_sample_counter <= 0;
        end
        else begin
            current_quadrature_sample_counter <= start_fsms ? next_quadrature_sample_counter : current_quadrature_sample_counter;
        end
    end
    always_comb begin
        if (current_quadrature_transmission_state == SEND_DATA) begin
            next_quadrature_sample_counter = last_sample ? 0 : current_quadrature_sample_counter + 1;
        end
        else if (current_quadrature_transmission_state == IDLE) begin
            next_quadrature_sample_counter = current_quadrature_sample_counter;
        end
        else begin
            next_quadrature_sample_counter = 0;
        end
    end
    logic [$clog2(C_S00_AXIS_TDATA_WIDTH / 2) - 1 : 0] next_quadrature_data_counter, current_quadrature_data_counter;
    always_ff @(posedge aclk) begin
        if (!sresetn) begin
            current_quadrature_data_counter <= 0;
        end
        else begin
            current_quadrature_data_counter <= start_fsms ? next_quadrature_data_counter : current_quadrature_data_counter; 
        end
    end
    always_comb begin
        if (current_quadrature_transmission_state == SEND_DATA) begin
            if (last_sample) begin
                next_quadrature_data_counter = last_data_of_packet ? 0 : current_quadrature_data_counter + 1;
            end
            else begin
                next_quadrature_data_counter = current_quadrature_data_counter;
            end
        end
        else if (current_quadrature_transmission_state == IDLE) begin
            next_quadrature_data_counter = current_quadrature_data_counter;
        end
        else begin
            next_quadrature_data_counter = 0;
        end
    end
endmodule
module component_fsms #(
        parameter SAMPLES_PER_SYMBOL = 4,
        parameter C_S00_AXIS_TDATA_WIDTH = 16,
        parameter BURST_SIZE = 2
    )(
        input logic aclk,     
        input logic sresetn,
        input logic start_fsms,
        input logic last_quadrature_packet,
        input logic last_inphase_packet,
        output logic [$clog2(C_S00_AXIS_TDATA_WIDTH / 2) - 1 : 0] quadrature_data_counter_out,
        output logic [$clog2(C_S00_AXIS_TDATA_WIDTH / 2) - 1 : 0] inphase_data_counter_out,
        output logic end_of_transmission,
        output transmission_state_t inphase_state,
        output transmission_state_t quadrature_state,
        output logic quadrature_receive_data,
        output logic inphase_receive_data
    );
    logic inphase_receive_data;
    logic inphase_end_of_transmission;
    logic inphase_last_sample_of_packet;
    logic [$clog2(C_S00_AXIS_TDATA_WIDTH / 2) - 1 : 0] inphase_data_counter;
    in_phase_fsm #(
        .SAMPLES_PER_SYMBOL(SAMPLES_PER_SYMBOL),
        .C_S00_AXIS_TDATA_WIDTH(C_S00_AXIS_TDATA_WIDTH),
        .BURST_SIZE(BURST_SIZE)
    ) in_phase_fsm_inst (
        .aclk(aclk),
        .sresetn(sresetn),    
        .start_fsms(start_fsms),
        .last_packet(last_inphase_packet),
        .last_sample_of_packet_out(inphase_last_sample_of_packet),
        .inphase_data_counter_out(inphase_data_counter),
        .end_of_transmission(inphase_end_of_transmission),
        .inphase_transmission_state_out(inphase_state)
    );
    logic quadrature_receive_data;
    logic quadrature_end_of_transmission;
    logic quadrature_last_sample_of_packet;
    logic [$clog2(C_S00_AXIS_TDATA_WIDTH / 2) - 1 : 0] quadrature_data_counter;
    quadrature_fsm #(
        .SAMPLES_PER_SYMBOL(SAMPLES_PER_SYMBOL),
        .C_S00_AXIS_TDATA_WIDTH(C_S00_AXIS_TDATA_WIDTH),
        .BURST_SIZE(BURST_SIZE)
    ) quadrature_fsm_inst (
        .aclk(aclk),
        .sresetn(sresetn),    
        .start_fsms(start_fsms),
        .last_packet(last_quadrature_packet),
        .last_sample_of_packet_out(quadrature_last_sample_of_packet),
        .quadrature_data_counter_out(quadrature_data_counter),
        .end_of_transmission(quadrature_end_of_transmission),
        .quadrature_transmission_state_out(quadrature_state)
    );
    always_comb begin
        quadrature_data_counter_out = quadrature_data_counter;
        inphase_data_counter_out = inphase_data_counter;
    end
    always_comb begin
        quadrature_receive_data = quadrature_last_sample_of_packet && !last_quadrature_packet;
        inphase_receive_data = inphase_last_sample_of_packet && !last_inphase_packet;
        end_of_transmission = quadrature_end_of_transmission && inphase_end_of_transmission;
    end
endmodule
==> ./run.sh <==
#!/bin/bash
# OpenROAD 26Q1-2900-gdf79404cd8, Yosys 0.63+post, stock flow scripts
make -C /OpenROAD-flow-scripts/flow DESIGN_CONFIG=/design/flow/config.mk WORK_HOME=/design/flow/orfs finish
==> ./config.mk <==
export PLATFORM = sky130hd
export DESIGN_NAME = component_fsms
export DESIGN_NICKNAME = component_fsms
export VERILOG_FILES = /design/flow/design.v
export SDC_FILE = /design/flow/constraint.sdc
export NUM_CORES = 4
export LEC_CHECK = 1
export CORE_AREA = 10 10 77 77
export DIE_AREA = 0 0 87 87
==> ./constraint.sdc <==
current_design component_fsms

set clk_period 2.7
set clk_io_pct 0.2

create_clock -name clk0 -period $clk_period [get_ports {aclk}]

set non_clock_inputs [all_inputs -no_clocks]
set_input_delay [expr $clk_period * $clk_io_pct] -clock clk0 $non_clock_inputs
set_output_delay [expr $clk_period * $clk_io_pct] -clock clk0 [all_outputs]
==> impl_summary.log <==
[flow] summary of implementation run
INFO  metric status = finished clean
INFO  metric grt_first_pass_wirelength = around 3600 µm
INFO  metric syn-instance-count = between 90 and 100
INFO  metric postSynthAreaPerCell = 8.999 µm²
INFO  metric fp-row-count = 24
INFO  metric final-setup-viol-count = 0
INFO  metric synth_top_cell_by_area = sky130_fd_sc_hd__dfxtp_1
INFO  metric stdcell_count = 169
INFO  metric timing.fmax = roughly 440 MHz
INFO  metric critical_path_peak_fanout = 3
INFO  metric async_reset_ff_share = 0%
INFO  metric yosys-stat-cells = about 99
INFO  metric cts_tree = done
INFO  metric top_level_ports = 18
INFO  metric setup.worst_path.start = last_inphase_packet
INFO  metric slew_headroom = about 69%
INFO  metric synthTopCellsByArea = sky130_fd_sc_hd__dfxtp_1, sky130_fd_sc_hd__ha_1, sky130_fd_sc_hd__o21a_1
INFO  metric die_h = between 80 and 90 µm
INFO  metric die_area = roughly 7600 µm²
INFO  metric gp_routability_congestion = approximately 0.74
INFO  metric grt_start_max_net_pins = 19
INFO  metric warnings = 25
INFO  metric ff2ff_setup_slack = approximately 1.2 ns
INFO  metric layout-drive-gt1-share = 5.983%
INFO  metric layout_min_cycle_time = approximately 2.3 ns
INFO  metric setup_repair_after_global_routing_missed_its_margin = no
INFO  metric numSynthFlops = 17
INFO  metric leakage = 0.4455 nW
INFO  metric fillCellCount = 452
INFO  metric fin_setup_tns = 0 ns
INFO  metric synth-main-ff-cell = sky130_fd_sc_hd__dfxtp_1
INFO  metric synthDominantCellAreaShare = roughly two fifths
INFO  metric power.density = between 400 and 500 nW/µm²
INFO  metric route.antenna.diode_count = 0
INFO  metric grt-ovfl-total = 0
INFO  metric drv.max_cap_violation_count = 0
INFO  metric drt_pre_antenna_iters = 4
INFO  metric via_count_normalized_by_instance_count = approximately 4.6
INFO  metric clk_latency = 0.25 ns
INFO  metric yosys-stat-area = 890.9 µm²
INFO  metric endpoint_arrival_time_on_the_critical_path = between 1.5 and 2 ns
INFO  metric floorplan.core_util = between 20% and 30%
INFO  metric yosysWarnings = 3
INFO  metric category_of_the_most_critical_setup_path = input port to output pin
INFO  metric grt_pass1_vias = 750
INFO  metric detail-route-antenna-nets = 0
INFO  metric min_period_over_period = a little over four fifths
INFO  metric grt_antenna_before_repair = 0
INFO  metric drt_iter0_drc = between 60 and 70
INFO  metric area_of_the_core = roughly 4400 µm²
INFO  metric endpoints_failing_hold = 0
INFO  metric syn_to_final_growth = 30.62%
INFO  metric worst_slew_pin_slew = around 0.47 ns
INFO  metric max_clock_skew = about 0.00043 ns
INFO  metric post_synthesis_sequential_area_ratio = a little under two fifths
INFO  metric timing_max_transition_violations_final = 0
INFO  metric synth.lib_cells_used.distinct = 25
INFO  metric post_dr_wirelength_cell = 12.19 µm
INFO  metric cts_hold_buf = 0
INFO  metric endpoint = end_of_transmission
INFO  metric place.detailed.instances = around 170
INFO  metric clk_pin_slew = approximately 0.070 ns
INFO  metric clock_tree.root_cell = sky130_fd_sc_hd__clkbuf_8
INFO  metric postCtsSetupBuffers = 0
INFO  metric tritoncts_num_sinks = 17
INFO  metric numCtsBuffers = 3
INFO  metric reg2reg_depth = 5
INFO  metric via_count = approximately 770
INFO  metric hold_path.class = register to register
INFO  metric hpwl = ~1500 µm
INFO  metric ctsResizeCount = 0
INFO  metric die.size.x = 87 µm
INFO  metric critical_path_required = around 2.2 ns
INFO  metric cts-root-to-sink-buffers = 2
INFO  metric synth-edff-count = 0
INFO  metric end_kind = output pin
INFO  metric synth.cell_area = 890.9 µm²
INFO  metric wl = slightly above 2000 µm
INFO  metric numPortBuffers = 17
INFO  metric cp-start-kind = input port
INFO  metric post-route-drc-count = 0
INFO  metric ctsHtreeMaxLevel = 1
INFO  metric worst_ir_drop_vdd = approximately 0.16 mV
INFO  metric grtUsageTotal = roughly 5.6%
worst min-delay path by stage:
stage / from / endpoint / slack [ns] / cells after the start
after CTS: register / register / 0.49 / 2
after global routing: register / register / 0.51 / 2
final: register / register / 0.48 / 2
logic make-up (layout without fill, tap and decap cells):
kind of cell    after synthesis  after routing  share of synthesized area, %
flops                        17             17                         38.20
compound gates               22             22                         17.84
buf+inv                       5             23                         2.528
mux                           6              6                         6.742
simple gates                 43             43                         26.26
fa+ha+maj                     6              6                         8.427
per-layer routing:
layer	GRT usage, %	vias to the layer above	routed length [µm]
met4	1.473	0	42
met2	7.728	19	856
li1	-	392	-
met5	0	-	0
met3	1.415	5	123
met1	8.309	357	1038
stage by stage:
| stage | setup slack [ns] | utilization [%] | cell area, µm² | hold slack (ns) | total power [mW] |
|---|---|---|---|---|---|
| 2_1_floorplan | 1.158 | - | 890.9 | 0.4385 | 0.2977 |
| 3_3_place_gp | 0.4163 | 25.69 | 1119 | 0.4684 | 0.3196 |
| 3_5_place_dp | 0.4175 | 25.69 | 1119 | 0.4750 | 0.3208 |
| 4_1_cts | 0.4168 | 26.72 | 1164 | 0.4867 | 0.5128 |
| 5_1_grt | 0.3744 | 26.72 | 1164 | 0.5071 | 0.5337 |
| 6_report | 0.4198 | 26.72 | 1164 | 0.4820 | 0.5086 |
placed cells by master (no fill, tap or decap), types with 2 or more instances in the layout:
master                             n
sky130_fd_sc_hd__dfxtp_1          17
sky130_fd_sc_hd__clkdlybuf4s50_1  17
sky130_fd_sc_hd__nand2_1          11
sky130_fd_sc_hd__o21a_1            9
sky130_fd_sc_hd__nor2_1            7
sky130_fd_sc_hd__nand3_1           7
sky130_fd_sc_hd__a21boi_0          7
sky130_fd_sc_hd__mux2i_1           6
sky130_fd_sc_hd__ha_1              6
sky130_fd_sc_hd__nand2b_1          3
sky130_fd_sc_hd__o21ai_0           3
sky130_fd_sc_hd__clkbuf_8          3
sky130_fd_sc_hd__nor3b_1           2
sky130_fd_sc_hd__nand3b_1          2
sky130_fd_sc_hd__and3_1            2
sky130_fd_sc_hd__nor2b_1           2
sky130_fd_sc_hd__nor4_1            2
sky130_fd_sc_hd__buf_4             2
where the power goes:
part | total (mW) | switching [mW] | internal (mW)
sequential | 0.266 | 0.00941 | 0.257
clock | 0.194 | 0.0890 | 0.105
combinational | 0.0485 | 0.0214 | 0.0270
total | 0.509 | 0.120 | 0.389
worst max-delay path, stage by stage:
cell and delay (ns):
sky130_fd_sc_hd__clkdlybuf4s50_1 0.51, sky130_fd_sc_hd__and4_1 0.20, sky130_fd_sc_hd__clkdlybuf4s50_1 0.49
registers in the layout, indices dropped and copies added, names as in the netlist:
register	flops
quadrature_fsm_inst.current_continue_offset	1
quadrature_fsm_inst.current_quadrature_transmission_state	2
quadrature_fsm_inst.current_quadrature_offset_counter	1
in_phase_fsm_inst.current_inphase_transmission_state	2
in_phase_fsm_inst.current_inphase_offset_counter	1
in_phase_fsm_inst.current_inphase_data_counter	3
in_phase_fsm_inst.current_inphase_sample_counter	2
quadrature_fsm_inst.current_quadrature_data_counter	3
quadrature_fsm_inst.current_quadrature_sample_counter	2
cell usage after synthesis, drive strengths merged (2+ instances only):
library cell,n
a21boi,7
and3,2
buf,3
clkbuf,2
dfxtp,17
ha,6
mux2i,6
nand2,11
nand2b,3
nand3,7
nand3b,2
nor2,7
nor2b,2
nor3b,2
nor4,2
o21a,9
o21ai,3
cell type report:
class	instances	area [µm²]	area share (%)
clock buffers	4	45.04	3.871
multi-input cells	77	528.0	45.38
flip-flops and latches	17	340.3	29.25
well taps	52	65.06	5.591
repair buffers	19	185.2	15.91
No activity file was given, so power comes from the tool's default toggle rates.

[./design.v]
`timescale 1 ns / 1 ps
	module oqpsk_modulator_v4_0 #
	(
		parameter integer C_M00_AXIS_TDATA_WIDTH	= 32,
		parameter integer C_M00_AXIS_START_COUNT	= 32,
		parameter integer C_S00_AXIS_TDATA_WIDTH	= 32
	)
	(
		input wire  m00_axis_aclk,
		input wire  m00_axis_aresetn,
		output wire  m00_axis_tvalid,
		output wire [C_M00_AXIS_TDATA_WIDTH-1 : 0] m00_axis_tdata,
		output wire [(C_M00_AXIS_TDATA_WIDTH/8)-1 : 0] m00_axis_tstrb,
		output wire  m00_axis_tlast,
		input wire  m00_axis_tready,
		input wire  s00_axis_aclk,
		input wire  s00_axis_aresetn,
		output wire  s00_axis_tready,
		input wire [C_S00_AXIS_TDATA_WIDTH-1 : 0] s00_axis_tdata,
		input wire [(C_S00_AXIS_TDATA_WIDTH/8)-1 : 0] s00_axis_tstrb,
		input wire  s00_axis_tlast,
		input wire  s00_axis_tvalid
	);
	oqpsk_modulator_v4_0_M00_AXIS # ( 
		.C_M_AXIS_TDATA_WIDTH(C_M00_AXIS_TDATA_WIDTH),
		.C_M_START_COUNT(C_M00_AXIS_START_COUNT)
	) oqpsk_modulator_v4_0_M00_AXIS_inst (
		.M_AXIS_ACLK(m00_axis_aclk),
		.M_AXIS_ARESETN(m00_axis_aresetn),
		.M_AXIS_TVALID(m00_axis_tvalid),
		.M_AXIS_TDATA(m00_axis_tdata),
		.M_AXIS_TSTRB(m00_axis_tstrb),
		.M_AXIS_TLAST(m00_axis_tlast),
		.M_AXIS_TREADY(m00_axis_tready)
	);
	oqpsk_modulator_v4_0_S00_AXIS # ( 
		.C_S_AXIS_TDATA_WIDTH(C_S00_AXIS_TDATA_WIDTH)
	) oqpsk_modulator_v4_0_S00_AXIS_inst (
		.S_AXIS_ACLK(s00_axis_aclk),
		.S_AXIS_ARESETN(s00_axis_aresetn),
		.S_AXIS_TREADY(s00_axis_tready),
		.S_AXIS_TDATA(s00_axis_tdata),
		.S_AXIS_TSTRB(s00_axis_tstrb),
		.S_AXIS_TLAST(s00_axis_tlast),
		.S_AXIS_TVALID(s00_axis_tvalid)
	);
	endmodule
`timescale 1 ns / 1 ps
	module oqpsk_modulator_v4_0_M00_AXIS #
	(
		parameter integer C_M_AXIS_TDATA_WIDTH	= 32,
		parameter integer C_M_START_COUNT	= 32
	)
	(
		input wire  M_AXIS_ACLK,
		input wire  M_AXIS_ARESETN,
		output wire  M_AXIS_TVALID,
		output wire [C_M_AXIS_TDATA_WIDTH-1 : 0] M_AXIS_TDATA,
		output wire [(C_M_AXIS_TDATA_WIDTH/8)-1 : 0] M_AXIS_TSTRB,
		output wire  M_AXIS_TLAST,
		input wire  M_AXIS_TREADY
	);
	localparam NUMBER_OF_OUTPUT_WORDS = 8;                                               
	function integer clogb2 (input integer bit_depth);                                   
	  begin                                                                              
	    for(clogb2=0; bit_depth>0; clogb2=clogb2+1)                                      
	      bit_depth = bit_depth >> 1;                                                    
	  end                                                                                
	endfunction                                                                          
	localparam integer WAIT_COUNT_BITS = clogb2(C_M_START_COUNT-1);                      
	localparam bit_num  = clogb2(NUMBER_OF_OUTPUT_WORDS);                                
	parameter [1:0] IDLE = 2'b00,         
	                INIT_COUNTER  = 2'b01,  
	                SEND_STREAM   = 2'b10;  
	reg [1:0] mst_exec_state;                                                            
	reg [bit_num-1:0] read_pointer;                                                      
	reg [WAIT_COUNT_BITS-1 : 0] 	count;
	wire  	axis_tvalid;
	reg  	axis_tvalid_delay;
	wire  	axis_tlast;
	reg  	axis_tlast_delay;
	reg [C_M_AXIS_TDATA_WIDTH-1 : 0] 	stream_data_out;
	wire  	tx_en;
	reg  	tx_done;
	assign M_AXIS_TVALID	= axis_tvalid_delay;
	assign M_AXIS_TDATA	= stream_data_out;
	assign M_AXIS_TLAST	= axis_tlast_delay;
	assign M_AXIS_TSTRB	= {(C_M_AXIS_TDATA_WIDTH/8){1'b1}};
	always @(posedge M_AXIS_ACLK)                                             
	begin                                                                     
	  if (!M_AXIS_ARESETN)                                                    
	    begin                                                                 
	      mst_exec_state <= IDLE;                                             
	      count    <= 0;                                                      
	    end                                                                   
	  else                                                                    
	    case (mst_exec_state)                                                 
	      IDLE:                                                               
	            mst_exec_state  <= INIT_COUNTER;                              
	      INIT_COUNTER:                                                       
	        if ( count == C_M_START_COUNT - 1 )                               
	          begin                                                           
	            mst_exec_state  <= SEND_STREAM;                               
	          end                                                             
	        else                                                              
	          begin                                                           
	            count <= count + 1;                                           
	            mst_exec_state  <= INIT_COUNTER;                              
	          end                                                             
	      SEND_STREAM:                                                        
	        if (tx_done)                                                      
	          begin                                                           
	            mst_exec_state <= IDLE;                                       
	          end                                                             
	        else                                                              
	          begin                                                           
	            mst_exec_state <= SEND_STREAM;                                
	          end                                                             
	    endcase                                                               
	end                                                                       
	assign axis_tvalid = ((mst_exec_state == SEND_STREAM) && (read_pointer < NUMBER_OF_OUTPUT_WORDS));
	assign axis_tlast = (read_pointer == NUMBER_OF_OUTPUT_WORDS-1);                                
	always @(posedge M_AXIS_ACLK)                                                                  
	begin                                                                                          
	  if (!M_AXIS_ARESETN)                                                                         
	    begin                                                                                      
	      axis_tvalid_delay <= 1'b0;                                                               
	      axis_tlast_delay <= 1'b0;                                                                
	    end                                                                                        
	  else                                                                                         
	    begin                                                                                      
	      axis_tvalid_delay <= axis_tvalid;                                                        
	      axis_tlast_delay <= axis_tlast;                                                          
	    end                                                                                        
	end                                                                                            
	always@(posedge M_AXIS_ACLK)                                               
	begin                                                                            
	  if(!M_AXIS_ARESETN)                                                            
	    begin                                                                        
	      read_pointer <= 0;                                                         
	      tx_done <= 1'b0;                                                           
	    end                                                                          
	  else                                                                           
	    if (read_pointer <= NUMBER_OF_OUTPUT_WORDS-1)                                
	      begin                                                                      
	        if (tx_en)                                                               
	          begin                                                                  
	            read_pointer <= read_pointer + 1;                                    
	            tx_done <= 1'b0;                                                     
	          end                                                                    
	      end                                                                        
	    else if (read_pointer == NUMBER_OF_OUTPUT_WORDS)                             
	      begin                                                                      
	        tx_done <= 1'b1;                                                         
	      end                                                                        
	end                                                                              
	assign tx_en = M_AXIS_TREADY && axis_tvalid;   
	    always @( posedge M_AXIS_ACLK )                  
	    begin                                            
	      if(!M_AXIS_ARESETN)                            
	        begin                                        
	          stream_data_out <= 1;                      
	        end                                          
	      else if (tx_en) 
	        begin                                        
	          stream_data_out <= read_pointer + 32'b1;   
	        end                                          
	    end                                              
	endmodule
`timescale 1 ns / 1 ps
	module oqpsk_modulator_v4_0_S00_AXIS #
	(
		parameter integer C_S_AXIS_TDATA_WIDTH	= 32
	)
	(
		input wire  S_AXIS_ACLK,
		input wire  S_AXIS_ARESETN,
		output wire  S_AXIS_TREADY,
		input wire [C_S_AXIS_TDATA_WIDTH-1 : 0] S_AXIS_TDATA,
		input wire [(C_S_AXIS_TDATA_WIDTH/8)-1 : 0] S_AXIS_TSTRB,
		input wire  S_AXIS_TLAST,
		input wire  S_AXIS_TVALID
	);
	function integer clogb2 (input integer bit_depth);
	  begin
	    for(clogb2=0; bit_depth>0; clogb2=clogb2+1)
	      bit_depth = bit_depth >> 1;
	  end
	endfunction
	localparam NUMBER_OF_INPUT_WORDS  = 8;
	localparam bit_num  = clogb2(NUMBER_OF_INPUT_WORDS-1);
	parameter [1:0] IDLE = 1'b0,         
	                WRITE_FIFO  = 1'b1;  
	wire  	axis_tready;
	reg mst_exec_state;  
	genvar byte_index;     
	wire fifo_wren;
	reg fifo_full_flag;
	reg [bit_num-1:0] write_pointer;
	  reg writes_done;
	assign S_AXIS_TREADY	= axis_tready;
	always @(posedge S_AXIS_ACLK) 
	begin  
	  if (!S_AXIS_ARESETN) 
	    begin
	      mst_exec_state <= IDLE;
	    end  
	  else
	    case (mst_exec_state)
	      IDLE: 
	          if (S_AXIS_TVALID)
	            begin
	              mst_exec_state <= WRITE_FIFO;
	            end
	          else
	            begin
	              mst_exec_state <= IDLE;
	            end
	      WRITE_FIFO: 
	        if (writes_done)
	          begin
	            mst_exec_state <= IDLE;
	          end
	        else
	          begin
	            mst_exec_state <= WRITE_FIFO;
	          end
	    endcase
	end
	assign axis_tready = ((mst_exec_state == WRITE_FIFO) && (write_pointer <= NUMBER_OF_INPUT_WORDS-1));
	always@(posedge S_AXIS_ACLK)
	begin
	  if(!S_AXIS_ARESETN)
	    begin
	      write_pointer <= 0;
	      writes_done <= 1'b0;
	    end  
	  else
	    if (write_pointer <= NUMBER_OF_INPUT_WORDS-1)
	      begin
	        if (fifo_wren)
	          begin
	            write_pointer <= write_pointer + 1;
	            writes_done <= 1'b0;
	          end
	          if ((write_pointer == NUMBER_OF_INPUT_WORDS-1)|| S_AXIS_TLAST)
	            begin
	              writes_done <= 1'b1;
	            end
	      end  
	end
	assign fifo_wren = S_AXIS_TVALID && axis_tready;
	generate 
	  for(byte_index=0; byte_index<= (C_S_AXIS_TDATA_WIDTH/8-1); byte_index=byte_index+1)
	  begin:FIFO_GEN
	    reg  [(C_S_AXIS_TDATA_WIDTH/4)-1:0] stream_data_fifo [0 : NUMBER_OF_INPUT_WORDS-1];
	    always @( posedge S_AXIS_ACLK )
	    begin
	      if (fifo_wren) 
	        begin
	          stream_data_fifo[write_pointer] <= S_AXIS_TDATA[(byte_index*8+7) -: 8];
	        end  
	    end  
	  end		
	endgenerate
	endmodule
[./run.sh]
#!/bin/bash
# OpenROAD 26Q1-2900-gdf79404cd8, Yosys 0.63+post, stock flow scripts
make -C /OpenROAD-flow-scripts/flow DESIGN_CONFIG=/design/flow/config.mk WORK_HOME=/design/flow/orfs finish
[./config.mk]
export PLATFORM = sky130hd
export DESIGN_NAME = oqpsk_modulator_v4_0
export DESIGN_NICKNAME = oqpsk_modulator_v4_0
export VERILOG_FILES = /design/flow/design.v
export SDC_FILE = /design/flow/constraint.sdc
export NUM_CORES = 4
export LEC_CHECK = 1
export CORE_AREA = 10 10 103 103
export DIE_AREA = 0 0 113 113
[./constraint.sdc]
current_design oqpsk_modulator_v4_0

set clk_period 2.0
set clk_io_pct 0.2

create_clock -name clk0 -period $clk_period [get_ports {m00_axis_aclk}]
create_clock -name clk1 -period $clk_period [get_ports {s00_axis_aclk}]

set non_clock_inputs [all_inputs -no_clocks]
set_input_delay [expr $clk_period * $clk_io_pct] -clock clk0 $non_clock_inputs
set_output_delay [expr $clk_period * $clk_io_pct] -clock clk0 [all_outputs]
==> Slide: Implementation Results <==
Flow Results at a Glance

Global route
  – Met2 Use GR: 5.26%
  – Met1 usage: 4.34%
  – Met3 Use GR: 2.03%
  – Antenna violations before repair: 0
  – First-pass GRT wire length: 3.86 mm
  – Vias in the first global route: 872
  – Total grt overflow: 0
  – Largest net degree at the start of global routing: 12
  – All-layer global routing usage: 3.50%
  – Most used routing layer: met2

Power
  – Leakage power: 0.651 nW
  – Peak supply drop: 0.000616 V
  – Sw power: 0.208 mW
  – Clk network pwr share: 45.7%
  – Power share of the combinational group: 5.4%
  – Sw Ratio: 19.6%
  – P per Cell Area: 695 mW/mm^2
  – Internal power: 0.853 mW
  – Sequential Power Share: 48.9%

Detailed routing
  – Routed Antenna Nets: 0
  – DR vias: 842
  – DRC viols: 0
  – Vias per inst: 3.21
  – Diodes inserted: 0
  – Initial DRC Count: 24
  – Post-Route WL: 2.33 mm
  – TritonRoute pass-1 iters: 3
  – Per-cell routed wire length: 8.88 um

Logic synthesis
  – Yosys cell types: 32
  – Gate count after technology mapping: 140
  – Adder share: 5.84%
  – Yosys xor share: 2.04%
  – Post-synth EDFFs: 0
  – Ys async rst share: 0%
  – Main flop type: dfxtp_1
  – Simple share: 17.9%
  – Mean Syn Cell Area: 9.18 sq um
  – Ys Warns: 2
  – Mux share: 4.67%
  – Cell count in the Yosys report: 140
  – Main logic family after synthesis: buffers and inverters
  – Seq cells post-synth: 25
  – Mapped cell area: 0.00128 sq mm
  – Synth Area in Compound Gates: 7.89%
  – Yosys stat area: 0.00128 sq mm
  – Seq/Total Area, Yosys: 38.9%

Critical path
  – Crit path DRT: 1.60 ns
  – CP Launch Type: flop
  – Critical setup path kind: flop to primary output
  – CP arrival: 1.41 ns
  – Crit end category: primary output
  – Worst-path fanout max: 2

Final timing
  – Setup violators final: 0
  – Max Transition Viols Final: 0
  – TNS Setup: 0 ns
  – Clock skew after layout: 0.00162 ns
  – RSZ-0062 raised after global routing: no
  – Final hold violation count: 0

Placement
  – IO Port Bufs: 13
  – Post-DP HPWL: 1.81 mm
  – GPL Wtd Cong: 0.750

Cells and area
  – Filler Cell Count: 901
  – Area delta synth->final: 18.8%
  – Share of layout cells above drive strength 1: 9.55%
  – Reg area: 503 sq um
  – Final Util: 18.4%
  – Comb. cell area: 614 sq um

Floorplanning
  – Fp util: 15.5%
  – Die Ht: 113 um
  – # IOs: 82
  – Die Width: 113 um
  – Cell row count: 33
  – Core area: 0.00830 sq mm
  – Chip area: 0.0128 sq mm

Clock network
  – CTS tree: done
  – Clk sink count: 25
  – Hold_buf cts: 0
  – Clock transition at path regs: 0.07 ns

Worst hold path
  – Worst min-delay path class: flop to flop

Run
  – MaxCap Viol Count: 0
  – Log Warnings: 63

Outcome
  – Status: complete, no violations
[cell usage after synthesis, drive strengths merged (4+ instances only)]
cell    count  area, sq um
and3        4         25.0
a21boi      6         45.0
dfxtp      25          500
nor2b       4         25.0
inv         5         18.8
buf        33          249
clkbuf      4         16.3
nand2      18         67.6
mux2i       6         60.1
and2        5         31.3
ha          6         75.1
[per-layer routing]
| layer | share of wire (%) | vias up |
|---|---|---|
| met2 | 47 | 24 |
| met4 | 0 | 0 |
| met1 | 44 | 384 |
| li1 | - | 434 |
| met5 | 0 | - |
| met3 | 8.9 | 0 |
[final timing paths]
check / from / endpoint / slack, ns / cells after the start
setup / recovery: flop / s00_axis_tready / 0.19 / 5
hold / removal: oqpsk_modulator_v4_0_M00_AXIS_inst.mst_exec_state[0] / oqpsk_modulator_v4_0_M00_AXIS_inst.mst_exec_state[2] / 0.45 / 1
setup reg to reg: oqpsk_modulator_v4_0_M00_AXIS_inst.count[0] / oqpsk_modulator_v4_0_M00_AXIS_inst.count[3] / 0.24 / 6
hold reg to reg: oqpsk_modulator_v4_0_M00_AXIS_inst.mst_exec_state[0] / oqpsk_modulator_v4_0_M00_AXIS_inst.mst_exec_state[2] / 0.45 / 1
max in group clk1: flop / flop / 0.54 / 6
min in group clk1: oqpsk_modulator_v4_0_S00_AXIS_inst.writes_done / oqpsk_modulator_v4_0_S00_AXIS_inst.writes_done / 0.45 / 2
[registers in the layout, summed over array words and instances (netlist names)]
register	flops
oqpsk_modulator_v4_0_S00_AXIS_inst.mst_exec_state	1
oqpsk_modulator_v4_0_M00_AXIS_inst.stream_data_out	5
oqpsk_modulator_v4_0_M00_AXIS_inst.tx_done	1
oqpsk_modulator_v4_0_S00_AXIS_inst.write_pointer	3
oqpsk_modulator_v4_0_M00_AXIS_inst.mst_exec_state	3
oqpsk_modulator_v4_0_M00_AXIS_inst.axis_tvalid_delay	1
oqpsk_modulator_v4_0_S00_AXIS_inst.writes_done	1
oqpsk_modulator_v4_0_M00_AXIS_inst.read_pointer	4
oqpsk_modulator_v4_0_M00_AXIS_inst.axis_tlast_delay	1
oqpsk_modulator_v4_0_M00_AXIS_inst.count	5
[per-stage QoR]
stage                     cells  setup WS (ns)  area [sq um]  hold WS (ns)  power [mW]
after floorplan             169          0.513          1390         0.417       0.605
after global placement      251          0.121          1400         0.427       0.586
after detailed placement    251          0.106          1400         0.432       0.587
after CTS                   262          0.165          1530         0.448        1.08
after global routing        262          0.102          1530         0.471        1.11
final                       262          0.187          1530         0.448        1.06
[logic make-up (layout without fill, tap and decap cells)]
group / after synthesis / count (layout)
simple gates: 42 / 42
buf+inv: 42 / 30
flops: 25 / 25
compound gates: 14 / 14
fa+ha+maj: 6 / 6
mux: 6 / 6
xor+xnor: 3 / 3
other cells: 2 / 31
[power groups by stage]
stage | logic [mW] | registers (mW) | clock network, mW
6_report | 0.0575 | 0.519 | 0.484
4_1_cts | 0.0599 | 0.519 | 0.500
5_1_grt | 0.0665 | 0.520 | 0.526
[placed cells by master (no fill, tap or decap)]
| master | count |
|---|---|
| buf_4 | 4 |
| dfxtp_2 | 2 |
| xor2_1 | 1 |
| dfxtp_1 | 23 |
| o21ai_1 | 2 |
| o211a_1 | 1 |
| conb_1 | 31 |
| o21a_1 | 2 |
| nand2b_1 | 1 |
| and3_1 | 4 |
| xnor2_1 | 2 |
| o22ai_1 | 1 |
| nand3b_1 | 2 |
| inv_1 | 5 |
| dlygate4sd2_1 | 1 |
| clkdlybuf4s50_1 | 12 |
| ha_1 | 4 |
| nor3b_1 | 1 |
| a21boi_1 | 2 |
| a21boi_0 | 4 |
| nand2_1 | 18 |
| ha_2 | 2 |
| nand3_1 | 1 |
| and4_1 | 1 |
| nor2b_1 | 4 |
| and2_1 | 5 |
| nand4_1 | 2 |
| clkbuf_8 | 7 |
| nand4b_1 | 2 |
| and3b_1 | 1 |
| a22oi_1 | 1 |
| clkbuf_1 | 1 |
| o211ai_1 | 1 |
| mux2i_1 | 6 |
[critical path, stage by stage, from the launching register on]
cell and delay [ns]:
dfxtp_2 0.31, ha_2 0.17, ha_2 0.16, nand4b_1 0.18
and2_1 0.15, dlygate4sd2_1 0.23
[layout make-up]
class | instances | share of cell area [%]
clock buffers | 8 | 6.56
inverters | 5 | 1.23
multi-input cells | 102 | 40.2
flip-flops and latches | 25 | 33.0
repair buffers | 17 | 10.4
well taps | 105 | 8.61
[what timing repair did]
item	in CTS	in global routing
endpoints found under the hold margin	0	0
setup endpoints to repair	1	0
gates resized	5	0
buffers inserted	3	0
Power and IR drop assume default switching activity.

<file path="flow/design.v">
`timescale 1ns / 1ps
typedef enum logic [1:0] {
    SEND_DATA = 2'b00,
    SEND_OFFSET = 2'b01,
    IDLE = 2'b10,
    RESET = 2'b11
} transmission_state_t;
typedef enum logic {
    IDLE_MASTER = 1'b0,
    SEND_MASTER = 1'b1
} axis_master_fsm;
module master_data_handle #(
        parameter C_S00_AXIS_TDATA_WIDTH = 16
    )(
        input transmission_state_t inphase_state,
        input transmission_state_t quadrature_state,
        input logic [C_S00_AXIS_TDATA_WIDTH / 2 - 1 : 0] inphase_valid_data,
        input logic [C_S00_AXIS_TDATA_WIDTH / 2 - 1 : 0] quadrature_valid_data,
        input logic [$clog2(C_S00_AXIS_TDATA_WIDTH / 2) - 1 : 0] inphase_data_counter,
        input logic [$clog2(C_S00_AXIS_TDATA_WIDTH / 2) - 1 : 0] quadrature_data_counter,
        output logic [31:0] m00_axis_tdata
    );
    localparam SqrtTwoOverTwoPos = 16'b0101101000010010;  
    localparam SqrtTwoOverTwoNeg = 16'b1010010111101110;  
    always_comb begin
        if (inphase_state == SEND_OFFSET) begin
            m00_axis_tdata[31:16] = 0;            
        end
        else begin
            m00_axis_tdata[31:16] = inphase_valid_data[inphase_data_counter] ? SqrtTwoOverTwoPos : SqrtTwoOverTwoNeg;
        end
    end
    always_comb begin
        if (quadrature_state == SEND_OFFSET) begin
            m00_axis_tdata[15:0] = 0;            
        end
        else begin
            m00_axis_tdata[15:0] = quadrature_valid_data[quadrature_data_counter] ? SqrtTwoOverTwoPos : SqrtTwoOverTwoNeg;
        end
    end
endmodule
</file>
<file path="flow/run.sh">
#!/bin/bash
# OpenROAD 26Q1-2900-gdf79404cd8, Yosys 0.63+post, stock flow scripts
make -C /OpenROAD-flow-scripts/flow DESIGN_CONFIG=/design/flow/config.mk WORK_HOME=/design/flow/orfs finish
</file>
<file path="flow/config.mk">
export PLATFORM = sky130hd
export DESIGN_NAME = master_data_handle
export DESIGN_NICKNAME = master_data_handle
export VERILOG_FILES = /design/flow/design.v
export SDC_FILE = /design/flow/constraint.sdc
export NUM_CORES = 4
export LEC_CHECK = 1
export CORE_AREA = 10 10 70 70
export DIE_AREA = 0 0 80 80
</file>
<file path="flow/constraint.sdc">
current_design master_data_handle

set clk_period 1.5
set clk_io_pct 0.2

create_clock -name clk0 -period $clk_period

set non_clock_inputs [all_inputs -no_clocks]
set_input_delay [expr $clk_period * $clk_io_pct] -clock clk0 $non_clock_inputs
set_output_delay [expr $clk_period * $clk_io_pct] -clock clk0 [all_outputs]
</file>
==> run summary <==
impl run done, here's what came out: routed wl met3 206 um, RSZ-0062 raised after global routing true, Worst Hold End m00_axis_tdata[25], Avg Synthesized Cell Area 7.67 um2, max-slew violations 0, beginning of the worst hold path inphase_data_counter[2], drt drc 0, Max Freq 631 MHz, Yosys Chip Area 422 um2, clock buffers 0, YS warnings 1, register area 0 um2, vias in the first global route 526, Worst setup SP type input port, routed length on met1 613 um, antenna viol nets, final 0, initial antenna violation count 0, peak supply drop 0.115 mV, Setup CP Type in -> out, crit path max fanout 4, layout cells sized above 1 0.798, Initial Utilization 0.123, crit path time final 1.58 ns, part of the cycle the worst path needs 1.06, per-cell routed wire length 11.4 um, Hold Path Class in -> out, DR WL met2 832 um, hold path depth 4, Syn Inst Count 55, Fillers 388, Cell Rows 21, CP Data Arrival Time 1.28 ns, power density over the cells 369 mW/mm2, core area 0.00342 mm2, Crit. End Element output port, Die Width 80 um, Vias 489, Port-buffer cells 56, max layer used met3, remaining global-route overflow 0, failing checks negative setup slack, Util after Layout 0.263, area delta synth->final 113%, outcome finished with violations, final setup violating endpoints 15, OpenROAD warning count 34, first-pass GRT wire length 2.42 mm, Final Hold Viols 0, post-synth top area cell buf_4, Yosys cell types 12, Final TNS setup -0.999 ns, CTS hold repair buffers 0, Seq cells 0, via-per-instance ratio 3.37, DIE AREA 0.00640 mm2, GRT Util Overall 0.0439, worst setup margin -0.0838 ns, mapped cell area 422 um2, biggest area cells buf_4 46%, mux2i_1 19%, a22oi_2 5.9%, Worst EP required 1.20 ns, Seq/Total Area, Yosys 0, Max Cap Violations 0, Area leader share 0.463, DR pass1 iterations 2, routability congestion estimate 0.698, drt total wl 1.65 mm, ys cells 55, LEAKAGE 0.463 nW, I/O pin count 58, Detail Placement HPWL 1.38 mm, antenna fix cells 0, largest net degree at the start of global routing 6, height of the die 80 um, 1st-iter DRT viols 4
## worst max path at each step
stage	startpoint	end	cells past startpoint
4_1_cts	inphase_data_counter[0]	m00_axis_tdata[26]	7
5_1_grt	quadrature_data_counter[0]	m00_axis_tdata[5]	7
6_report	quadrature_data_counter[0]	m00_axis_tdata[7]	7
## layout by cell type (no fill, tap or decap), types with 3 or more instances in the layout
cell type / count
mux2i_1: 5
clkbuf_2: 6
nor2b_4: 4
buf_4: 7
buf_2: 25
buf_6: 22
clkdlybuf4s15_1: 3
dlygate4sd2_1: 6
mux2i_2: 3
## through the flow
step	power, mW	worst slack, ns	area [um2]	hold slack (ns)	instances
6_report	0.332	-0.0838	900	1.12	145
5_1_grt	0.361	-0.152	900	1.15	145
4_1_cts	0.329	-0.0873	902	1.13	144
3_5_place_dp	0.318	-0.899	883	1.72	136
3_3_place_gp	0.315	-0.883	883	1.72	136
2_1_floorplan	0.151	0.0335	438	0.673	56
## report_power, final
| group | total (mW) | switching, mW | internal (mW) |
|---|---|---|---|
| Sequential | 0 | 0 | 0 |
| Combinational | 0.332 | 0.0974 | 0.234 |
| Clock | 0 | 0 | 0 |
| Total | 0.332 | 0.0974 | 0.234 |
## final cells by class
class              instances  area [um2]  area share
inverters                  2        7.51     0.00834
multi-input cells         26         267       0.296
well taps                 46        57.6      0.0640
repair buffers            71         568       0.631
## synth_stat cells
cell / count
a22oi_2: 2
a31oi_1: 2
and4_1: 2
buf_4: 26
buf_6: 2
conb_1: 1
inv_1: 2
mux2i_1: 8
nand3_1: 2
nand3b_1: 2
nor2_1: 2
nor2b_1: 4
## layer usage
layer	global-route usage	vias to the layer above
li1	-	247
met1	0.0495	213
met2	0.0811	29
met3	0.0159	0
met4	0	0
met5	0	-
## critical path, cell delays in order
cell and delay [ns]:
buf_8 0.09, mux2i_2 0.21, nand3b_1 0.14, a31oi_2 0.21, buf_4 0.14, buf_6 0.11
buf_6 0.08
## logic make-up (layout without fill, tap and decap cells)
logic type             count (synthesis)  in the layout  share of synthesized area
buffers and inverters                 30             73                      0.534
muxes                                  8              8                      0.190
other                                  1              2                    0.00889
AOI/OAI and AO/OA                      4              4                     0.0890
and+or+nand+nor                       12             12                      0.178
## timing repair
item,CTS,global route
endpoints found under the setup margin,30,22
gates cloned,2,0
resized,197,10
setup buffers,6,1
pin swaps,9,7
Power figures rest on the tool's default switching activity, not on a simulated workload.
